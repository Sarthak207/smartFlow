[flow/config.mk]
export PLATFORM = sky130hd
export DESIGN_NAME = timer
export DESIGN_NICKNAME = timer
export VERILOG_FILES = /design/flow/design.v
export SDC_FILE = /design/flow/constraint.sdc
export NUM_CORES = 4
export LEC_CHECK = 1
export CORE_AREA = 10 10 97 97
export DIE_AREA = 0 0 107 107
[flow/constraint.sdc]
current_design timer

set clk_period 5.0
set clk_io_pct 0.2

create_clock -name clk0 -period $clk_period [get_ports {clk}]

set non_clock_inputs [all_inputs -no_clocks]
set_input_delay [expr $clk_period * $clk_io_pct] -clock clk0 $non_clock_inputs
set_output_delay [expr $clk_period * $clk_io_pct] -clock clk0 [all_outputs]
[flow/design.v]
module timer #(parameter WIDTH=16) (
    input  wire clk,
    input  wire reset,
    input  wire start,               
    input  wire [WIDTH-1:0] load_val,  
    output reg  running,             
    output reg  done                  
);
    reg [WIDTH-1:0] count;
    always @(posedge clk or posedge reset) begin
        if (reset) begin
            count   <= 0;
            running <= 1'b0;
            done    <= 1'b0;
        end else begin
            done <= 1'b0; 
            if (start) begin
                count   <= load_val;
                running <= 1'b1;
            end else if (running) begin
                if (count == 0) begin
                    running <= 1'b0;
                    done    <= 1'b1;
                end else begin
                    count <= count - 1;
                end
            end
        end
    end
endmodule
[flow/run.sh]
#!/bin/bash
# OpenROAD 26Q1-2900-gdf79404cd8, Yosys 0.63+post, stock flow scripts
make -C /OpenROAD-flow-scripts/flow DESIGN_CONFIG=/design/flow/config.mk WORK_HOME=/design/flow/orfs finish
==> summary.txt <==
sequential share of the synthesized area: 39.3%
kind of critical path: primary input to flip-flop
worst reg2reg path startpoint: count[3]$_DFFE_PP0P_
Top cells by area: dfrtp_1 (39%), or3_1 (4.4%), a21oi_1 (3.9%)
GRT Overall Usage: 5.28%
PwrDens: 244 nW/um^2
worst skew pair latency: 0.25 ns
Critical Path End: count[6]$_DFFE_PP0P_
Resized cells post-CTS: 0
reg2reg setup slack: 2.85 ns
Port Buffers: 20
Tightest Pin Transition: 0.699 ns
Clock Path Buffers: 2
Worst Setup Start Kind: primary input
Final GP Congestion: 0.805
final global-route overflow total: 0
Cell Area, Placed: 1440 um^2
area of the mapped netlist: 1150 um^2
Clock Root Buffer: clkbuf_8
first-pass GRT wire length: 5090 um
wire length per cell: 12.5 um
drt pass-1 iters: 4
MUX share of area: 0%
CTS tree: built
H-tree depth: 1
Die Span Y: 107 um
CORE AREA: 7290 um^2
antenna cells: 0
DRC Markers: 0
peak supply drop: 49.5 uV
f_max: 342 MHz
fin area: 1500 um^2
clock sink count: 18
unrepaired setup endpoints after global routing: false
Register-to-Register Path Depth: 4
die width: 107 um
yosys cell count: 125
Routed WL: 3030 um
adder share: 1.09%
Required @ worst endpoint: 5.14 ns
CP arrival: 3.06 ns
sum of negative setup slack: 0 ns
max-slew violation count: 0
Flops after synth: 18
final hold vios: 0
fp util: 15.7%
Tool Warnings: 25
postcts setup bufs: 0
xor+xnor area frac: 0%
Post-Syn Instances: 125
hold crit path type: flip-flop to flip-flop
I/O pin cnt: 21
DRT iter0 DRCs: 50
cts bufs inserted: 3
Clock Skew: 0.00358 ns
comb area leader: simple AND/OR/NAND/NOR gates
ANT nets after route: 0
Synth Area in Simple Gates: 32.5%
Yosys top cell area share: 39.3%
AO/OA Area Share: 23.2%
mean post-synth cell area: 9.18 um^2
proportion of layout cells with a drive suffix above 1: 9.09%
LEAKAGE: 0.504 nW
initial antenna violation count: 0
final worst path period need: 2.93 ns
CP max FO: 24
# hold bufs at CTS: 0
worst setup path startpoint: start
clock transition at the registers of the reported paths: 0.07 ns
vias in the first global route: 1027
Unique masters post-synth: 37
via count: 1040
Post-DP HPWL: 2300 um
Chip Area, Yosys: 1150 um^2
Die ar.: 11400 um^2
Via density: 4.30
Worst Setup End Kind: flip-flop
Layout area overhead: 30.4%
status: completed
Rows: 31
post-layout period usage: 58.5%
Max-Cap Viols: 0
yosys warns: 1
Synth area leader: dfrtp_1
largest net degree at the start of global routing: 25
Setup Viol. Count Final: 0
max_slew headroom: 53.1%
worst flop-to-flop path endpoint: count[15]$_DFFE_PP0P_
cell families after synthesis:
logic type               Yosys count
buffers and inverters             10
flip-flops                        18
AND-OR/OR-AND                     37
adder cells (fa/ha/maj)            1
AND/OR/NAND/NOR                   59
placed cells by master, fill, tap and decap left out, types with 3 or more instances in the layout:
cell type        count
o21ai_1              5
nor2_1              11
nor3_1               4
dfrtp_1             18
o31ai_1              5
clkbuf_8             4
inv_1                4
or4_1                4
a2bb2oi_1            4
nand3_1              3
or3_1                8
clkdlybuf4s50_1     20
nand4_1              4
a31oi_1              6
a21oi_1              9
nand2_1              8
where the power goes:
part | internal, mW | switching, mW
sequential | 0.159 | 0.0163
combinational | 0.0337 | 0.0352
clock | 0.0700 | 0.0502
worst max-delay path, stage by stage:
cell and delay (ns):
clkdlybuf4s50_1 0.90, inv_1 0.54, nand2_1 0.20, a21oi_1 0.05
or3_1 0.36
routing by layer:
layer / share of wire [%] / global-route usage (%) / up-vias
met4: 1.9 / 1.35 / 0
met1: 45 / 7.24 / 492
met3: 5.1 / 1.15 / 4
met5: 0 / 0 / -
met2: 47 / 8.25 / 14
li1: - / - / 530
cell type report:
type,instances,area (um^2)
inverter,4,15.0
multi-input combinational,97,652
fill,828,5800
timing repair buffer,20,200
tap,99,124
sequential,18,450
clock buffer,4,55.1
flip-flops by register name, indices dropped and copies added, names as in the netlist:
| signal | flops |
|---|---|
| count | 16 |
| running | 1 |
| done | 1 |
worst min-delay path by stage:
stage                                 start              to  slack, ns  depth (start not counted)
final                 count[15]$_DFFE_PP0P_  done$_DFF_PP0_       0.49                          1
after global routing  count[15]$_DFFE_PP0P_  done$_DFF_PP0_       0.51                          1
after CTS             count[15]$_DFFE_PP0P_  done$_DFF_PP0_       0.50                          1
metrics by stage:
step	std cells	setup WS (ns)	hold slack, ns	util, %	power (mW)
2_1_floorplan	125	2.98	0.434	-	0.221
3_3_place_gp	238	1.81	0.480	19.8	0.247
3_5_place_dp	238	1.80	0.485	19.8	0.248
4_1_cts	242	2.08	0.496	20.5	0.370
5_1_grt	242	1.92	0.514	20.5	0.386
6_report	242	2.07	0.495	20.5	0.364
cells in the mapped netlist:
cell type and instances:
a211o_1 1, a21oi_1 9, a221o_1 1, a2bb2oi_1 4, a31oi_1 6, and3_2 1, buf_6 1, clkbuf_1 5
dfrtp_1 18, ha_1 1, inv_1 4, nand2_1 8, nand2b_1 1, nand3_1 3, nand3b_1 1, nand4_1 4
nor2_1 11, nor2b_1 2, nor3_1 4, nor3_2 1, nor4_1 2, nor4_4 1, nor4b_1 1, nor4b_2 1
o2111a_1 1, o2111ai_1 1, o211ai_1 2, o21ai_0 1, o21ai_1 5, o31ai_1 5, o41ai_4 1, or2_2 1
or3_1 8, or3_4 1, or4_1 4, or4_4 2, or4b_1 2
Power figures rest on the tool's default switching activity, not on a simulated workload.
