`/design/flow/design.v`:
```
module arbiter (
    input  wire [1:0] dens_N,
    input  wire [1:0] dens_E,
    input  wire [1:0] dens_S,
    input  wire [1:0] dens_W,
    input  wire       ped_N,
    input  wire       ped_E,
    input  wire       ped_S,
    input  wire       ped_W,
    input  wire       emergency_N,
    input  wire       emergency_E,
    input  wire       emergency_S,
    input  wire       emergency_W,
    output reg        grant_N,
    output reg        grant_E,
    output reg        grant_S,
    output reg        grant_W
);
    integer score_N, score_E, score_S, score_W;
    always @(*) begin
        grant_N = 0; grant_E = 0; grant_S = 0; grant_W = 0;
        if (emergency_N | emergency_E | emergency_S | emergency_W) begin
            score_N = (emergency_N ? 100 : 0) + dens_N + (ped_N ? 2 : 0);
            score_E = (emergency_E ? 100 : 0) + dens_E + (ped_E ? 2 : 0);
            score_S = (emergency_S ? 100 : 0) + dens_S + (ped_S ? 2 : 0);
            score_W = (emergency_W ? 100 : 0) + dens_W + (ped_W ? 2 : 0);
        end else begin
            score_N = dens_N + (ped_N ? 2 : 0);
            score_E = dens_E + (ped_E ? 2 : 0);
            score_S = dens_S + (ped_S ? 2 : 0);
            score_W = dens_W + (ped_W ? 2 : 0);
        end
        if (score_N >= score_E && score_N >= score_S && score_N >= score_W) grant_N = 1;
        else if (score_E >= score_N && score_E >= score_S && score_E >= score_W) grant_E = 1;
        else if (score_S >= score_N && score_S >= score_E && score_S >= score_W) grant_S = 1;
        else grant_W = 1;
    end
endmodule
module lane_fsm #(
    parameter TIMER_WIDTH = 16,
    parameter GREEN_MIN = 50,   
    parameter GREEN_STEP = 25,  
    parameter YELLOW_TIME = 15  
)(
    input  wire clk,
    input  wire reset,
    input  wire grant,              
    input  wire ped_req,               
    input  wire [1:0] density,         
    output reg  green,
    output reg  yellow,
    output reg  red
);
    localparam S_RED    = 2'd0;
    localparam S_GREEN  = 2'd1;
    localparam S_YELLOW = 2'd2;
    reg [1:0] state, next_state;
    reg [TIMER_WIDTH-1:0] timer, next_timer;
    always @(posedge clk or posedge reset) begin
        if (reset) begin
            state <= S_RED;
            timer <= 0;
        end else begin
            state <= next_state;
            timer <= next_timer;
        end
    end
    always @(*) begin
        next_state = state;
        next_timer = timer;
        case (state)
            S_RED: begin
                if (grant) begin
                    next_state = S_GREEN;
                    next_timer = GREEN_MIN + (density * GREEN_STEP);
                    if (ped_req) next_timer = next_timer + GREEN_STEP;
                end
            end
            S_GREEN: begin
                if (timer == 0) begin
                    next_state = S_YELLOW;
                    next_timer = YELLOW_TIME; 
                end else begin
                    next_timer = timer - 1;
                end
            end
            S_YELLOW: begin
                if (timer == 0) begin
                    next_state = S_RED;
                    next_timer = 0;
                end else begin
                    next_timer = timer - 1;
                end
            end
            default: begin
                next_state = S_RED;
                next_timer = 0;
            end
        endcase
    end
    always @(*) begin
        green  = (state == S_GREEN);
        yellow = (state == S_YELLOW);
        red    = (state == S_RED);
    end
endmodule
module top (
    input  wire clk,
    input  wire reset,
    input  wire [1:0] sensor_N,
    input  wire [1:0] sensor_E,
    input  wire [1:0] sensor_S,
    input  wire [1:0] sensor_W,
    input  wire       ped_N,
    input  wire       ped_E,
    input  wire       ped_S,
    input  wire       ped_W,
    input  wire       emergency_N,
    input  wire       emergency_E,
    input  wire       emergency_S,
    input  wire       emergency_W,
    output wire green_N, yellow_N, red_N,
    output wire green_E, yellow_E, red_E,
    output wire green_S, yellow_S, red_S,
    output wire green_W, yellow_W, red_W
);
    wire grant_N, grant_E, grant_S, grant_W;
    arbiter arb_u (
        .dens_N(sensor_N), .dens_E(sensor_E), .dens_S(sensor_S), .dens_W(sensor_W),
        .ped_N(ped_N), .ped_E(ped_E), .ped_S(ped_S), .ped_W(ped_W),
        .emergency_N(emergency_N), .emergency_E(emergency_E), .emergency_S(emergency_S), .emergency_W(emergency_W),
        .grant_N(grant_N), .grant_E(grant_E), .grant_S(grant_S), .grant_W(grant_W)
    );
    lane_fsm #(.GREEN_MIN(100), .GREEN_STEP(50), .YELLOW_TIME(30)) laneN(
        .clk(clk), .reset(reset), .grant(grant_N), .ped_req(ped_N), .density(sensor_N),
        .green(green_N), .yellow(yellow_N), .red(red_N)
    );
    lane_fsm laneE(
        .clk(clk), .reset(reset), .grant(grant_E), .ped_req(ped_E), .density(sensor_E),
        .green(green_E), .yellow(yellow_E), .red(red_E)
    );
    lane_fsm laneS(
        .clk(clk), .reset(reset), .grant(grant_S), .ped_req(ped_S), .density(sensor_S),
        .green(green_S), .yellow(yellow_S), .red(red_S)
    );
    lane_fsm laneW(
        .clk(clk), .reset(reset), .grant(grant_W), .ped_req(ped_W), .density(sensor_W),
        .green(green_W), .yellow(yellow_W), .red(red_W)
    );
endmodule
```
`/design/flow/run.sh`:
```
#!/bin/bash
# OpenROAD 26Q1-2900-gdf79404cd8, Yosys 0.63+post, stock flow scripts
make -C /OpenROAD-flow-scripts/flow DESIGN_CONFIG=/design/flow/config.mk WORK_HOME=/design/flow/orfs finish
```
`/design/flow/config.mk`:
```
export PLATFORM = sky130hd
export DESIGN_NAME = top
export DESIGN_NICKNAME = top
export VERILOG_FILES = /design/flow/design.v
export SDC_FILE = /design/flow/constraint.sdc
export NUM_CORES = 4
export LEC_CHECK = 1
export CORE_UTILIZATION = 50
```
`/design/flow/constraint.sdc`:
```
current_design top

set clk_period 5.8
set clk_io_pct 0.2

create_clock -name clk0 -period $clk_period [get_ports {clk}]

set non_clock_inputs [all_inputs -no_clocks]
set_input_delay [expr $clk_period * $clk_io_pct] -clock clk0 $non_clock_inputs
set_output_delay [expr $clk_period * $clk_io_pct] -clock clk0 [all_outputs]
```
==> flow_summary.toml <==
# synthesis and place-and-route metrics
[status]
status = "finished, final reports clean"

[synth]
yosys_cells = 723
most_common_cell = "dfrtp_1"
synth_area_per_cell_um2 = 8.41
ys_top_cells_by_count = "dfrtp_1 (72), o21ai_0 (68), ha_1 (63), nor2_1 (55), nand2_1 (54)"
synth-edff-count = 0
async_flop_share_pct = 100
yosys.area.top_type_share_pct = 29.6
syn_area_um2 = 6080
ys_seq_share_pct = 31.4
yosysWarnings = 3
top_cells_by_area = "dfrtp_1 (30%), ha_1 (13%), o21ai_0 (5.6%), a21oi_1 (4.0%), nor2_1 (3.4%)"
flop_cell = "dfrtp_1"
synth_cells = 723
yosysTopAreaCell = "dfrtp_1"
ys.flops = 76
synth_cell_types = 80
ys_chip_area_um2 = 6080

[clocking]
cts_buffers = 9
cts_root_buf = "clkbuf_16"
ctsHtreeMaxLevel = 3
cts_tree = "yes"
ctsResizeCount = 0
postCtsHoldBufs = 0
clockBufferDepth = 2
cts_sinks = 76
clk_pin_slew_worst_paths_ps = 60
cts_setup_buffers = 0
clk_latency_ps = 340

[layout]
post-route-cell-area_um2 = 6820
fillers = 989
synthToLayoutAreaGrowth_pct = 12.2
drive_gt1_share_pct = 7.04

[timing]
period_needed_ps = 5090
worst_slew_pin_slew_ps = 803
setup_tns_ps = 0
rsz0062_at_grt = "false"
setup_violations = 0
maxSlewViolCount = 0
fmaxAchievable_ghz = 0.197
finalCritPeriodShare_pct = 87.7
fin_worst_skew_ps = 5.72
relSlewSlack_pct = 46.4
hold_violations = 0
setup_ws_ps = 714
worst_hold_slack_ps = 496

[grt]
overflow = 0
grt_pass1_wl_um = 24400
antenna_found_initial = 0
grt_max_degree = 44
grtUsageTotal_pct = 24.2
first_global_vias = 5108

[placement]
gp_congestion = 0.889
dpl_cell_area_um2 = 6520
post-place-ws_ps = 391
dp_hpwl_um = 10200
numPortBuffers = 29

[detailed_routing]
drt_iter0_drc = 370
vias = 5403
drtAntennaViolNets = 0
antennaDiodeCount = 0
drc = 0
wl_per_cell_um = 15.7
dr.pass1.iters = 16
via_per_inst = 6.03
drt_wl_total_um = 14000

[hold_path]
hp-class = "register to register"

[pwr]
vdd_drop_max_v = 0.000308
power.total_uw = 3020
p_per_area_nw_per_um2 = 443
p_leak_uw = 0.00299

[die]
die_x_um = 112
fp.dieH_um = 112
num_io_pins = 30
initCoreUtil_pct = 52.3
chipArea_um2 = 12600
row_count = 39
coreArea_um2 = 11600

[flow_run]
warning_count = 50
drv_cap = 0

[setup_path]
crit_path_start_kind = "input port"
critPathKind = "input port to register"
cp.required_ps = 6080
worst-path-max-fanout = 16
cp.arrival_ps = 5370
worst_setup_path_end_kind = "register"
[cells in the final DEF, fill, tap and decap left out, types with 4 or more instances in the layout]
cell             count
o21ai_0             68
nand4_1              8
o31ai_1              6
dfrtp_1             72
a21o_1               6
nor4_1              10
clkbuf_16            9
o21ai_1             27
nor3b_1              7
buf_4                9
clkdlybuf4s50_1     29
a31oi_1              5
o2bb2ai_1            6
mux2i_1              8
or3_1                8
nor2_1              55
a32o_1               7
xor2_1               5
ha_1                63
o21a_1               4
a22o_1               7
a32oi_1              7
or4_1                5
nand2b_1            16
and2_1               5
nand2_1             54
a21oi_1             49
nand3_1              9
xnor2_1              7
o22ai_1              8
nor2b_1             10
inv_1               48
nor3_1              25
o211ai_1             4
and3_1               4
dfstp_2              4
[area by class of cell]
type / count / area, um2 / share of cell area, %
inverter: 51 / 191 / 2.81
tap: 143 / 179 / 2.62
timing repair buffer: 38 / 358 / 5.24
clock buffer: 10 / 239 / 3.50
sequential: 76 / 1910 / 27.9
multi-input combinational: 572 / 3880 / 56.9
clock inverter: 6 / 63.8 / 0.935
[critical path, cell delays in order]
cell             delay, ps
clkdlybuf4s50_1        470
inv_1                  130
ha_1                   220
or3b_4                 430
and2_1                 220
ha_1                   370
nand2_1                110
nor3_1                  50
a2111oi_0              570
a2111o_1               380
a41oi_2                410
buf_4                  310
or4_1                  490
nand2_1                 70
[sequential cells by signal, summed over array words and instances (netlist names), named ones only]
signal,flops
laneE.timer,16
laneN.timer,16
laneS.timer,16
laneW.timer,16
laneE.state,2
laneN.state,2
laneS.state,2
laneW.state,2
[metrics by stage]
stage	utilization, %	std cells
2_1_floorplan	-	723
3_3_place_gp	56.1	880
3_5_place_dp	56.1	880
4_1_cts	58.7	896
5_1_grt	58.7	896
6_report	58.7	896
[per-layer routing]
layer | part of all wire, % | vias up | GRT usage (%)
li1 | - | 2744 | -
met1 | 52 | 2571 | 38.7
met2 | 44 | 77 | 36.5
met3 | 3.5 | 11 | 4.95
met4 | 0.87 | 0 | 1.87
met5 | 0 | - | 0
[where the power goes]
part           internal (uW)  total [uW]  switching (uW)
Clock                    344         567             224
Combinational            639        1470             833
Sequential               751         984             233
[kinds of logic (layout without fill, tap and decap cells)]
| group | count (synthesis) | in the layout | share of synthesized area (%) |
|---|---|---|---|
| buf+inv | 75 | 105 | 4.82 |
| fa+ha+maj | 64 | 64 | 13.2 |
| compound gates | 253 | 253 | 27.2 |
| xor+xnor | 12 | 12 | 1.73 |
| flops | 76 | 76 | 31.4 |
| simple gates | 231 | 231 | 19.6 |
| mux | 12 | 12 | 2.12 |
[path summary, 6_finish.rpt]
check | depth (start not counted) | to | slack (ps) | startpoint
min | 2 | laneS.timer[14] | 500 | laneS.timer[14]
max reg2reg | 10 | laneS.timer[1] | 2570 | laneS.timer[0]
max | 14 | laneS.timer[12] | 710 | emergency_E
max in group asynchronous | 3 | laneS.timer[8] | 3490 | reset
min reg2reg | 2 | laneS.timer[14] | 500 | laneS.timer[14]
min in group asynchronous | 2 | laneE.timer[12] | 1260 | reset
No activity file was given, so power comes from the tool's default toggle rates.
